--- ./run.sh ---
#!/bin/bash
# OpenROAD 26Q1-2900-gdf79404cd8, Yosys 0.63+post, stock flow scripts
make -C /OpenROAD-flow-scripts/flow DESIGN_CONFIG=/design/flow/config.mk WORK_HOME=/design/flow/orfs finish
--- ./config.mk ---
export PLATFORM = sky130hd
export DESIGN_NAME = kernel_cc_fifo_w64_d128_A
export DESIGN_NICKNAME = kernel_cc_fifo_w64_d128_A
export VERILOG_FILES = /design/flow/design.v
export SDC_FILE = /design/flow/constraint.sdc
export NUM_CORES = 4
export LEC_CHECK = 1
export CORE_UTILIZATION = 30
export SYNTH_MEMORY_MAX_BITS = 65536
--- ./constraint.sdc ---
current_design kernel_cc_fifo_w64_d128_A

set clk_period 227.2
set clk_io_pct 0.2

create_clock -name clk0 -period $clk_period [get_ports {clk}]

set non_clock_inputs [all_inputs -no_clocks]
set_input_delay [expr $clk_period * $clk_io_pct] -clock clk0 $non_clock_inputs
set_output_delay [expr $clk_period * $clk_io_pct] -clock clk0 [all_outputs]
--- ./design.v ---
`timescale 1ns/1ps
module kernel_cc_fifo_w64_d128_A_ram
#(parameter
    DATA_WIDTH  = 64,
    ADDR_WIDTH  = 7,
    DEPTH       = 128
)
(
    input  wire                  clk,
    input  wire                  we,
    input  wire [ADDR_WIDTH-1:0] waddr,
    input  wire [DATA_WIDTH-1:0] din,
    input  wire [ADDR_WIDTH-1:0] raddr,
    output wire [DATA_WIDTH-1:0] dout
);
(* rw_addr_collision = "yes" *)
reg  [DATA_WIDTH-1:0] mem[0:DEPTH-1];
reg  [ADDR_WIDTH-1:0] raddr_reg;
always @(posedge clk) begin
    if (we)
        mem[waddr] <= din;
end
always @(posedge clk) begin
    raddr_reg <= raddr;
end
assign dout = mem[raddr_reg];
endmodule
module kernel_cc_fifo_w64_d128_A
#(parameter
    DATA_WIDTH  = 64,
    ADDR_WIDTH  = 7,
    DEPTH       = 128
)
(
    input  wire                  clk,
    input  wire                  reset,
    output wire                  if_full_n,
    input  wire                  if_write_ce,
    input  wire                  if_write,
    input  wire [DATA_WIDTH-1:0] if_din,
    output wire                  if_empty_n,
    input  wire                  if_read_ce,
    input  wire                  if_read,
    output wire [DATA_WIDTH-1:0] if_dout
);
reg  [ADDR_WIDTH-1:0] waddr = 1'b0;
reg  [ADDR_WIDTH-1:0] raddr = 1'b0;
wire [ADDR_WIDTH-1:0] wnext;
wire [ADDR_WIDTH-1:0] rnext;
wire                  push;
wire                  pop;
reg  [ADDR_WIDTH:0]   mOutPtr = 1'b0;
reg                   full_n = 1'b1;
reg                   empty_n = 1'b0;
kernel_cc_fifo_w64_d128_A_ram
#(
 .DATA_WIDTH(DATA_WIDTH),
 .ADDR_WIDTH(ADDR_WIDTH),
 .DEPTH(DEPTH))
U_kernel_cc_fifo_w64_d128_A_ram(
 .clk(clk),
 .we(push),
 .waddr(waddr),
 .din(if_din),
 .raddr(rnext),
 .dout(if_dout)
);
assign if_full_n  = full_n;
assign if_empty_n = empty_n;
assign push       = full_n & if_write_ce & if_write;
assign pop        = empty_n & if_read_ce & if_read;
assign wnext      = !push                ? waddr :
                    (waddr == DEPTH - 1) ? 1'b0  :
                    waddr + 1'b1;
assign rnext      = !pop                 ? raddr :
                    (raddr == DEPTH - 1) ? 1'b0  :
                    raddr + 1'b1;
always @(posedge clk) begin
    if (reset == 1'b1)
        waddr <= 1'b0;
    else
        waddr <= wnext;
end
always @(posedge clk) begin
    if (reset == 1'b1)
        raddr <= 1'b0;
    else
        raddr <= rnext;
end
always @(posedge clk) begin
    if (reset == 1'b1)
        mOutPtr <= 1'b0;
    else if (push & ~pop)
        mOutPtr <= mOutPtr + 1'b1;
    else if (~push & pop)
        mOutPtr <= mOutPtr - 1'b1;
end
always @(posedge clk) begin
    if (reset == 1'b1)
        full_n <= 1'b1;
    else if (push & ~pop)
        full_n <= (mOutPtr != DEPTH - 1);
    else if (~push & pop)
        full_n <= 1'b1;
end
always @(posedge clk) begin
    if (reset == 1'b1)
        empty_n <= 1'b0;
    else if (push & ~pop)
        empty_n <= 1'b1;
    else if (~push & pop)
        empty_n <= (mOutPtr != 1'b1);
end
endmodule
==> impl_metrics.json <==
{
  "fin_area_um2": 358000,
  "gp_congestion": 0.827,
  "final.setup_skew_ps": 69.4,
  "slowest_stage": "dfxtp_4",
  "largest-register": "U_kernel_cc_fifo_w64_d128_A_ram.mem",
  "flop_cell": "edfxtp_1",
  "path_clk_slew_ps": 60,
  "whs_ps": 488,
  "numCtsBuffers": 754,
  "comb_area_um2": 63600,
  "cp_num_buf_inv": 8,
  "ys_ff": 8223,
  "area_growth_syn_to_layout_pct": 14.6,
  "worstSetupPathType": "flop to output port",
  "routed_wl_mm": 891,
  "crit_arrival_ps": 9130,
  "layout_top_cell": "edfxtp_1",
  "leakagePower_uw": 0.104,
  "synthArstFlopShare_pct": 0,
  "grt_overflow": 0,
  "tightest_slew_ps": 1100,
  "grt_antenna_before_repair": 76,
  "p_int_uw": 2380,
  "post-route-period-util_pct": 24.0,
  "yosysTopAreaCell": "edfxtp_1",
  "fmax_mhz": 18.3,
  "regArea_um2": 247000,
  "io_pins": 136,
  "grt_pass1_vias": 156000,
  "warnings": 40,
  "fillers": 93200,
  "row_count": 374,
  "grt_max_degree": 102,
  "period_minus_slack_ps": 54570,
  "endpoint_kind": "output port",
  "grt_pass1_wl_mm": 1230,
  "final-hold-violation-count": 0,
  "floorplan.core_util_pct": 30.1,
  "synthesis.area_um2": 312000,
  "critPathMaxStageDelay_ps": 710,
  "drt_iter0_drc": 10700,
  "tritoncts": "built",
  "r2r_slack_ps": 222060,
  "cp_top_family": "buffers and inverters",
  "vias": 139000,
  "power_frac_clock_pct": 41.0,
  "first_pass_iters": 7,
  "post_route_cells_drive_above_1_share_pct": 34.5,
  "hp-class": "flop to flop",
  "clock_path_buffers": 5,
  "p_per_area_nw_per_um2": 8.35,
  "largestRegisters": "U_kernel_cc_fifo_w64_d128_A_ram.mem x8192, mOutPtr x8",
  "synth_cells": 11900,
  "post_dp_cell_area_um2": 334000,
  "worstPathMaxFanout": 36,
  "combPwrFrac_pct": 3.1,
  "rsz0062_at_grt": "false",
  "topCellsByArea": "edfxtp_1 79%, mux4_2 19%, clkbuf_1 0.45%",
  "edf_count": 8192,
  "drv_cap": 0,
  "required_ps": 181760,
  "root_buffer": "clkbuf_16",
  "postCtsHoldBufs": 0,
  "grt_usage_pct": 18.3,
  "insertion_delay_ps": 1080,
  "p_sw_uw": 602,
  "die_w_mm": 1.02,
  "ir_drop_v": 0.00000655,
  "drc_errors": 0,
  "ys_cells": 11900,
  "sw_frac_of_total_pct": 20.2,
  "finalMaxSlewViolations": 0,
  "yosys-stat-area_um2": 312000,
  "port_buffers": 135,
  "top_cell_area_share_pct": 78.9,
  "design.core.area_um2": 1040000,
  "wl_per_cell_um": 32.7,
  "critPathLaunchType": "flop",
  "tns_ps": 0,
  "dp_hpwl_mm": 497,
  "ys_warn_count": 2,
  "dieHeight_mm": 1.02,
  "outcome": "complete, no violations",
  "htree_levels": 6,
  "pwr-share-seq_pct": 55.9,
  "numClockSinks": 8223,
  "largest_reg_flops": 8192,
  "cp_cell_sequence": "buf_4 > buf_4 > buf_4 > buf_4 > buf_4 > buf_4 > buf_4 > mux4_2 > mux4_2 > mux4_2 > mux2_2 > clkdlybuf4s50_1",
  "cpMostUsedCell": "buf_4",
  "dieArea_um2": 1040000,
  "cts_resized": 0,
  "avgSynthCellArea_um2": 26.2,
  "lay_top_cells": "8192 x edfxtp_1, 2688 x mux4_2, 771 x clkbuf_16",
  "avgViaCountPerCell": 5.12,
  "relSlewSlack_pct": 26.2,
  "ys_types": 41,
  "ys_seq_share_pct": 79.1,
  "cts_setup_buffers": 0,
  "ant_nets": 0,
  "setup_viol": 0
}
synth_stat cells (all sizes together), types with 2 or more instances:
cell    number
or3          3
nor2       143
o21bai       2
o21ai        2
xnor2       10
xor2         6
a311oi       2
nor4         4
inv          7
and4         2
clkbuf     373
dfxtp       31
a21oi        8
edfxtp    8192
nand4        5
nor2b       10
nand3       13
or3b         2
or2          6
nor3         8
ha           6
buf        259
mux4      2688
nand2       17
a211oi       2
mux2        65
a21o         2
nand3b       4
cells by family (layout without fill, tap and decap cells):
family,count (synthesis),after routing,synth area share [%]
AOI/OAI and AO/OA,23,23,0.0497
muxes,2754,2754,19.6
adders and majority gates,6,6,0.0241
xor gates and xnor gates,16,16,0.0449
DFF,8223,8223,79.1
and+or+nand+nor,221,221,0.313
buffers and inverters,639,2180,0.852
other,0,61,0
per-layer routing:
| metal | GRT usage (%) | up-vias | share of wire, % |
|---|---|---|---|
| li1 | - | 54600 | - |
| met1 | 17.1 | 70500 | 27 |
| met2 | 25.5 | 12700 | 44 |
| met3 | 20.8 | 1643 | 25 |
| met4 | 4.66 | 82 | 3.3 |
| met5 | 2.37 | - | 0.31 |
worst paths after layout:
check        startpoint                                           to  cells past startpoint
max                flop                                  if_dout[42]                     12
max reg2reg      full_n  U_kernel_cc_fifo_w64_d128_A_ram.mem[32][39]                      9
min            raddr[4]                                         flop                      1
min reg2reg    raddr[4]                                         flop                      1
metrics by stage:
stage / std cells / utilization [%] / total power, µW / setup slack, ps
2_1_floorplan: 11900 / - / 1750 / 174260
3_3_place_gp: 25800 / 32.2 / 1800 / 173410
3_5_place_dp: 25800 / 32.2 / 1800 / 173390
4_1_cts: 27100 / 34.5 / 3010 / 172240
5_1_grt: 27200 / 34.5 / 3070 / 171830
6_report: 27200 / 34.5 / 2990 / 172630
power by group through the flow:
stage     Combinational [µW]  Clock [µW]  Sequential (µW)
4_1_cts                 95.6        1240             1670
5_1_grt                  101        1300             1670
6_report                93.5        1220             1670
layout make-up:
| type | count | share of cell area, % |
|---|---|---|
| Tap cell | 13700 | 4.80 |
| Sequential cell | 8223 | 69.0 |
| Timing Repair Buffer | 819 | 1.89 |
| Multi-Input combinational cell | 3020 | 17.8 |
| Inverter | 7 | 0.00735 |
| Clock inverter | 416 | 0.918 |
| Clock buffer | 938 | 5.58 |
| Antenna cell | 61 | 0.0427 |
No activity file was given, so power comes from the tool's default toggle rates.
