$ cat ./design.v
`timescale 1ns/1ps
module kernel_pr_fifo_w64_d128_A_ram
#(parameter
    DATA_WIDTH  = 64,
    ADDR_WIDTH  = 7,
    DEPTH       = 128
)
(
    input  wire                  clk,
    input  wire                  we,
    input  wire [ADDR_WIDTH-1:0] waddr,
    input  wire [DATA_WIDTH-1:0] din,
    input  wire [ADDR_WIDTH-1:0] raddr,
    output wire [DATA_WIDTH-1:0] dout
);
(* rw_addr_collision = "yes" *)
reg  [DATA_WIDTH-1:0] mem[0:DEPTH-1];
reg  [ADDR_WIDTH-1:0] raddr_reg;
always @(posedge clk) begin
    if (we)
        mem[waddr] <= din;
end
always @(posedge clk) begin
    raddr_reg <= raddr;
end
assign dout = mem[raddr_reg];
endmodule
module kernel_pr_fifo_w64_d128_A
#(parameter
    DATA_WIDTH  = 64,
    ADDR_WIDTH  = 7,
    DEPTH       = 128
)
(
    input  wire                  clk,
    input  wire                  reset,
    output wire                  if_full_n,
    input  wire                  if_write_ce,
    input  wire                  if_write,
    input  wire [DATA_WIDTH-1:0] if_din,
    output wire                  if_empty_n,
    input  wire                  if_read_ce,
    input  wire                  if_read,
    output wire [DATA_WIDTH-1:0] if_dout
);
reg  [ADDR_WIDTH-1:0] waddr = 1'b0;
reg  [ADDR_WIDTH-1:0] raddr = 1'b0;
wire [ADDR_WIDTH-1:0] wnext;
wire [ADDR_WIDTH-1:0] rnext;
wire                  push;
wire                  pop;
reg  [ADDR_WIDTH:0]   mOutPtr = 1'b0;
reg                   full_n = 1'b1;
reg                   empty_n = 1'b0;
kernel_pr_fifo_w64_d128_A_ram
#(
 .DATA_WIDTH(DATA_WIDTH),
 .ADDR_WIDTH(ADDR_WIDTH),
 .DEPTH(DEPTH))
U_kernel_pr_fifo_w64_d128_A_ram(
 .clk(clk),
 .we(push),
 .waddr(waddr),
 .din(if_din),
 .raddr(rnext),
 .dout(if_dout)
);
assign if_full_n  = full_n;
assign if_empty_n = empty_n;
assign push       = full_n & if_write_ce & if_write;
assign pop        = empty_n & if_read_ce & if_read;
assign wnext      = !push                ? waddr :
                    (waddr == DEPTH - 1) ? 1'b0  :
                    waddr + 1'b1;
assign rnext      = !pop                 ? raddr :
                    (raddr == DEPTH - 1) ? 1'b0  :
                    raddr + 1'b1;
always @(posedge clk) begin
    if (reset == 1'b1)
        waddr <= 1'b0;
    else
        waddr <= wnext;
end
always @(posedge clk) begin
    if (reset == 1'b1)
        raddr <= 1'b0;
    else
        raddr <= rnext;
end
always @(posedge clk) begin
    if (reset == 1'b1)
        mOutPtr <= 1'b0;
    else if (push & ~pop)
        mOutPtr <= mOutPtr + 1'b1;
    else if (~push & pop)
        mOutPtr <= mOutPtr - 1'b1;
end
always @(posedge clk) begin
    if (reset == 1'b1)
        full_n <= 1'b1;
    else if (push & ~pop)
        full_n <= (mOutPtr != DEPTH - 1);
    else if (~push & pop)
        full_n <= 1'b1;
end
always @(posedge clk) begin
    if (reset == 1'b1)
        empty_n <= 1'b0;
    else if (push & ~pop)
        empty_n <= 1'b1;
    else if (~push & pop)
        empty_n <= (mOutPtr != 1'b1);
end
endmodule
$ cat ./run.sh
#!/bin/bash
# OpenROAD 26Q1-2900-gdf79404cd8, Yosys 0.63+post, stock flow scripts
make -C /OpenROAD-flow-scripts/flow DESIGN_CONFIG=/design/flow/config.mk WORK_HOME=/design/flow/orfs finish
$ cat ./config.mk
export PLATFORM = sky130hd
export DESIGN_NAME = kernel_pr_fifo_w64_d128_A
export DESIGN_NICKNAME = kernel_pr_fifo_w64_d128_A
export VERILOG_FILES = /design/flow/design.v
export SDC_FILE = /design/flow/constraint.sdc
export NUM_CORES = 4
export LEC_CHECK = 1
export CORE_UTILIZATION = 30
export SYNTH_MEMORY_MAX_BITS = 65536
$ cat ./constraint.sdc
current_design kernel_pr_fifo_w64_d128_A

set clk_period 181.8
set clk_io_pct 0.2

create_clock -name clk0 -period $clk_period [get_ports {clk}]

set non_clock_inputs [all_inputs -no_clocks]
set_input_delay [expr $clk_period * $clk_io_pct] -clock clk0 $non_clock_inputs
set_output_delay [expr $clk_period * $clk_io_pct] -clock clk0 [all_outputs]
==> impl_metrics.csv <==
group,metric,value,unit
floorplan,chipArea,1040000,µm²
logic_synthesis,synth_area,312000,µm²
placement,placement.io_buffers,135,
cts,ctsHoldBuffers,0,
logic_synthesis,synth_flops,8223,
grt,grt_pass1_vias,156000,
logic_synthesis,yosys_cells,11900,
cells_and_area,seq_area,247000,µm²
cts,insertion_delay,1080,ps
logic_synthesis,topCellsByArea,"edfxtp_1, mux4_2, clkbuf_1, buf_2, mux2_2",
setup_path,cp_data_required_time,145440,ps
cells_and_area,drive_above_1_share,34.5,%
cts,cts_tree,"yes",
power,peakVddDrop,0.00818,mV
run,warnings,40,
sta,finalSetupTns,0,ps
sta,slew_headroom,26.2,%
cts,cts.path.max_buffers,5,
logic_synthesis,yosysWarnings,2,
cells_and_area,area_delta_synth_final,14.6,%
run,drv_cap,0,
logic_synthesis,synthCells,11900,
cts,root_buffer,"clkbuf_16",
logic_synthesis,ys.flop_type,"edfxtp_1",
cts,cts_made_buffers,754,
sta,setup_viol,0,
cells_and_area,regMostFlops,"U_kernel_pr_fifo_w64_d128_A_ram.mem",
route,post_drt_wl_per_cell,32.7,µm
sta,final_hold_viol_count,0,
sta,skew,69.4,ps
route,drc,0,
placement,gp_congestion,0.827,
floorplan,die_w,1020,µm
setup_path,worstPathArrival,9130,ps
sta,fmax,22.0,MHz
power,power,3.73,mW
sta,tightestPinTransition,1100,ps
grt,grtUsageTotal,18.3,%
grt,overflow,0,
logic_synthesis,synth-area-yosys,312000,µm²
cts,cts_sinks,8223,
cts,post_cts_buffers,0,
cells_and_area,reg_top3,"U_kernel_pr_fifo_w64_d128_A_ram.mem (8192), mOutPtr (8)",
logic_synthesis,synth_top_cell_by_count,"edfxtp_1",
route,vias,139000,
floorplan,num_io_pins,136,
route,wl,891000,µm
grt,grt_first_pass_wirelength,1230000,µm
floorplan,std_cell_rows,374,
cts,clk_pin_slew_worst_paths,60,ps
setup_path,r2r_cells,9,
floorplan,core,1040000,µm²
sta,rsz0062_at_grt,"no",
route,final_antenna_net_count,0,
logic_synthesis,synth_area_per_cell,26.2,µm²
power,p_leak,104,nW
cts,cts.repair.resized,0,
status,status,"completed",
min_path,hold_depth,1,
logic_synthesis,yosys-top-cells-count,"edfxtp_1, mux4_2, clkbuf_1, buf_2, nor2_1",
floorplan,fp_util,30.1,%
setup_path,worst_setup_path_end_kind,"output pin",
setup_path,path_class,"reg -> out",
placement,place_hpwl,497000,µm
route,viasPerCell,5.12,
route,first_pass_iters,7,
grt,grt_max_degree,102,
power,p_per_area,10.4,nW/µm²
cells_and_area,mi_logic_area,63600,µm²
sta,maxSlewViolCount,0,
cells_and_area,largest_reg_flops,8192,
logic_synthesis,ys_async_sr_fraction,0,%
logic_synthesis,yosysUniqueCellTypes,41,
sta,timing.final.crit_period,45490,ps
cts,htreeDepth,6,
logic_synthesis,synth_top_area_share,78.9,%
min_path,hp-class,"reg -> reg",
route,drt_iter0_markers,10700,
logic_synthesis,edf_count,8192,
sta,finalClockPeriodUsage,25.0,%
cells_and_area,nFillCells,93200,
grt,grt_antenna_before_repair,76,
setup_path,critical_path.max_fanout,36,
setup_path,startpoint_type,"flip-flop",
floorplan,die-height,1020,µm
logic_synthesis,postSynthSeqShare,79.1,%
logic_synthesis,yosys.area.top_type,"edfxtp_1",
-- where the power goes --
| group | internal (mW) | leakage, nW | switching (mW) |
|---|---|---|---|
| Sequential | 2.09 | 73.9 | 0.000905 |
| Clock | 0.846 | 11.4 | 0.684 |
| Combinational | 0.0494 | 18.5 | 0.0675 |
-- metrics by stage --
stage	hold slack (ps)	setup slack (ps)	instances	util (%)	area, µm²
after global routing	521	135510	27200	34.5	357000
after detailed placement	469	137070	25800	32.2	334000
final	488	136310	27200	34.5	358000
after global placement	472	137090	25800	32.2	334000
after CTS	490	135920	27100	34.5	357000
after floorplan	455	137940	11900	-	312000
-- layer usage --
layer | vias to the layer above | share of wire (%) | GRT usage (%)
met5 | - | 0.31 | 2.37
met4 | 82 | 3.3 | 4.66
met3 | 1643 | 25 | 20.8
met2 | 12700 | 44 | 25.5
met1 | 70500 | 27 | 17.1
li1 | 54600 | - | -
-- cells in the final DEF (no fill, tap or decap), types with 7 or more instances in the layout --
master,Yosys,layout
nor2_1,143,17
buf_12,0,34
nand3_1,13,12
clkinv_2,0,115
nor3_1,8,8
clkinv_4,0,7
nor2b_1,10,10
clkbuf_1,373,165
clkbuf_16,0,771
dfxtp_4,0,7
xnor2_1,10,10
nand2_1,17,17
dfxtp_1,31,24
inv_6,0,22
inv_1,7,7
clkinv_1,0,204
a21oi_1,8,8
buf_4,1,714
mux4_2,2688,2688
mux2_2,65,65
clkinvlp_4,0,12
bufinv_16,0,49
diode_2,0,61
nor2_4,0,126
edfxtp_1,8192,8192
clkdlybuf4s50_1,0,71
-- logic make-up (layout without fill, tap and decap cells) --
group / Yosys count / count (layout) / synth area share, %
flip-flops: 8223 / 8223 / 79.1
adder cells (fa/ha/maj): 6 / 6 / 0.0241
buffers and inverters: 639 / 2180 / 0.852
multiplexers: 2754 / 2754 / 19.6
AND/OR/NAND/NOR: 221 / 221 / 0.313
XOR/XNOR: 16 / 16 / 0.0449
AND-OR/OR-AND: 23 / 23 / 0.0497
other: 0 / 61 / 0
-- critical path, cell delays in order, from the launching register on --
cell	delay, ps
dfxtp_4	710
buf_4	620
buf_4	670
buf_4	710
buf_4	690
buf_4	670
buf_4	650
buf_4	690
mux4_2	600
mux4_2	490
mux4_2	540
mux2_2	330
clkdlybuf4s50_1	430
-- cell type report --
cell class,instances,share of cell area [%]
Inverter,7,0.00735
Tap cell,13700,4.80
Clock buffer,938,5.58
Timing Repair Buffer,819,1.89
Sequential cell,8223,69.0
Antenna cell,61,0.0427
Clock inverter,416,0.918
Multi-Input combinational cell,3020,17.8
-- path summary, 6_finish.rpt --
check / end / startpoint / slack [ps]
max: if_dout[42] / flip-flop / 136310
min: flip-flop / raddr[4] / 490
max reg2reg: U_kernel_pr_fifo_w64_d128_A_ram.mem[32][39] / full_n / 176660
min reg2reg: flip-flop / raddr[4] / 490
No activity file was given, so power comes from the tool's default toggle rates.
