[./config.mk]
export PLATFORM = sky130hd
export DESIGN_NAME = kernel_bc_fifo_w64_d128_A
export DESIGN_NICKNAME = kernel_bc_fifo_w64_d128_A
export VERILOG_FILES = /design/flow/design.v
export SDC_FILE = /design/flow/constraint.sdc
export NUM_CORES = 4
export LEC_CHECK = 1
export CORE_UTILIZATION = 50
export SYNTH_MEMORY_MAX_BITS = 65536
[./constraint.sdc]
current_design kernel_bc_fifo_w64_d128_A

set clk_period 227.2
set clk_io_pct 0.2

create_clock -name clk0 -period $clk_period [get_ports {clk}]

set non_clock_inputs [all_inputs -no_clocks]
set_input_delay [expr $clk_period * $clk_io_pct] -clock clk0 $non_clock_inputs
set_output_delay [expr $clk_period * $clk_io_pct] -clock clk0 [all_outputs]
[./design.v]
`timescale 1ns/1ps
module kernel_bc_fifo_w64_d128_A_ram
#(parameter
    DATA_WIDTH  = 64,
    ADDR_WIDTH  = 7,
    DEPTH       = 128
)
(
    input  wire                  clk,
    input  wire                  we,
    input  wire [ADDR_WIDTH-1:0] waddr,
    input  wire [DATA_WIDTH-1:0] din,
    input  wire [ADDR_WIDTH-1:0] raddr,
    output wire [DATA_WIDTH-1:0] dout
);
(* rw_addr_collision = "yes" *)
reg  [DATA_WIDTH-1:0] mem[0:DEPTH-1];
reg  [ADDR_WIDTH-1:0] raddr_reg;
always @(posedge clk) begin
    if (we)
        mem[waddr] <= din;
end
always @(posedge clk) begin
    raddr_reg <= raddr;
end
assign dout = mem[raddr_reg];
endmodule
module kernel_bc_fifo_w64_d128_A
#(parameter
    DATA_WIDTH  = 64,
    ADDR_WIDTH  = 7,
    DEPTH       = 128
)
(
    input  wire                  clk,
    input  wire                  reset,
    output wire                  if_full_n,
    input  wire                  if_write_ce,
    input  wire                  if_write,
    input  wire [DATA_WIDTH-1:0] if_din,
    output wire                  if_empty_n,
    input  wire                  if_read_ce,
    input  wire                  if_read,
    output wire [DATA_WIDTH-1:0] if_dout
);
reg  [ADDR_WIDTH-1:0] waddr = 1'b0;
reg  [ADDR_WIDTH-1:0] raddr = 1'b0;
wire [ADDR_WIDTH-1:0] wnext;
wire [ADDR_WIDTH-1:0] rnext;
wire                  push;
wire                  pop;
reg  [ADDR_WIDTH:0]   mOutPtr = 1'b0;
reg                   full_n = 1'b1;
reg                   empty_n = 1'b0;
kernel_bc_fifo_w64_d128_A_ram
#(
 .DATA_WIDTH(DATA_WIDTH),
 .ADDR_WIDTH(ADDR_WIDTH),
 .DEPTH(DEPTH))
U_kernel_bc_fifo_w64_d128_A_ram(
 .clk(clk),
 .we(push),
 .waddr(waddr),
 .din(if_din),
 .raddr(rnext),
 .dout(if_dout)
);
assign if_full_n  = full_n;
assign if_empty_n = empty_n;
assign push       = full_n & if_write_ce & if_write;
assign pop        = empty_n & if_read_ce & if_read;
assign wnext      = !push                ? waddr :
                    (waddr == DEPTH - 1) ? 1'b0  :
                    waddr + 1'b1;
assign rnext      = !pop                 ? raddr :
                    (raddr == DEPTH - 1) ? 1'b0  :
                    raddr + 1'b1;
always @(posedge clk) begin
    if (reset == 1'b1)
        waddr <= 1'b0;
    else
        waddr <= wnext;
end
always @(posedge clk) begin
    if (reset == 1'b1)
        raddr <= 1'b0;
    else
        raddr <= rnext;
end
always @(posedge clk) begin
    if (reset == 1'b1)
        mOutPtr <= 1'b0;
    else if (push & ~pop)
        mOutPtr <= mOutPtr + 1'b1;
    else if (~push & pop)
        mOutPtr <= mOutPtr - 1'b1;
end
always @(posedge clk) begin
    if (reset == 1'b1)
        full_n <= 1'b1;
    else if (push & ~pop)
        full_n <= (mOutPtr != DEPTH - 1);
    else if (~push & pop)
        full_n <= 1'b1;
end
always @(posedge clk) begin
    if (reset == 1'b1)
        empty_n <= 1'b0;
    else if (push & ~pop)
        empty_n <= 1'b1;
    else if (~push & pop)
        empty_n <= (mOutPtr != 1'b1);
end
endmodule
[./run.sh]
#!/bin/bash
# OpenROAD 26Q1-2900-gdf79404cd8, Yosys 0.63+post, stock flow scripts
make -C /OpenROAD-flow-scripts/flow DESIGN_CONFIG=/design/flow/config.mk WORK_HOME=/design/flow/orfs finish
==> out/metrics.csv <==
metric,value,unit
status,"complete, no violations",
area share of the largest cell type after synthesis,78.9,%
max FFs per register,8192,
Worst-Skew Late Latency,1.14,ns
largest registers,"U_kernel_bc_fifo_w64_d128_A_ram.mem (8192), mOutPtr (8)",
fp_density,50.3,%
Reg2Reg Launch Point,full_n,
count of flip-flops with a built-in enable after synthesis,8192,
fin crit period,55.29,ns
CP cell instances,buf_4 -> buf_4 -> buf_4 -> buf_4 -> buf_4 -> buf_4 -> buf_4 -> buf_4 -> mux4_2 -> mux4_2 -> mux4_2 -> mux2_2 -> clkdlybuf4s50_1,
CP Class,reg -> out,
Via density,6.38,
total iterations of the first detailed-routing run,7,
YS warnings,2,
drt wl/cell,39.9,µm
top achievable clock speed,18.1,MHz
largest net degree at the start of global routing,100,
area delta synth->final,13.2,%
Buffers on Ports,135,
cell area after synthesis,312000,µm²
"area leader, netlist",edfxtp_1,
HPWL after detailed placement,484000,µm
clk slew on worst S/H paths,0.06,ns
IO Pins,136,
"Seq/Total Area, Yosys",79.1,%
vias,140000,
initial antenna violation count,71,
Cells after DPL,20300,
Top reg by flops,U_kernel_bc_fifo_w64_d128_A_ram.mem,
Util after Layout,56.9,%
hold buffers post-CTS,0,
die area,627000,µm²
pwr/cell area,8.68,nW/µm²
Cell Type Count,41,
die height,792,µm
# rows,289,
Tool Warnings,28,
vias in the first global route,159000,
Cell area leaders,"edfxtp_1 (79%), mux4_2 (19%), clkbuf_1 (0.45%), buf_2 (0.30%), mux2_2 (0.23%)",
most used logic cell in the final layout,edfxtp_1,
postcts setup bufs,0,
share of cells above drive strength 1,35.0,%
critical path data arrival time,9.85,ns
Inserted Clock Buffers,807,
clk_skew,0.0645,ns
worst hold start,raddr[4],
Max Slew Vio Count,0,
"Async S/R FF share, synth",0,%
crit path max-delay cell type,dfxtp_4,
Antenna Nets Post-Route,0,
worst rel slew slack,32.2,%
fin crit share,24.3,%
Worst Tran Pin Value,1.02,ns
Mapped Cells,11900,
final instance area,353000,µm²
"Cell Count, Final, Fillers Out",22000,
post-CTS sizing,0,
Root Driver,clkbuf_16,
clk buf depth,4,
worst stage delay on the critical path,0.76,ns
maxcap violations,0,
CTS H-tree lvls,6,
Most Frequent Cell on Critical Path,buf_4,
total gr overflow,0,
RSZ-0062 raised after global routing,false,
total global-route track usage,32.5,%
clock sink total,8223,
"Cell Area, Placed",327000,µm²
Post-Syn Area per Cell,26.2,µm²
Pleak,105,nW
final hold viol count,0,
hold_ws,0.513,ns
Yosys chip area,312000,µm²
Hold WC Path Type,reg -> reg,
ys flop type,edfxtp_1,
Die X,792,µm
drt first-iter violations,9294,
CTS tree,yes,
crit-path max FO,38,
WP data required,181.76,ns
final setup fails,0,
VDD IR max,7.36,µV
first-pass GRT wire length,1220000,µm
DRC errors left,0,
type of origin of the critical path,flip-flop,
CORE AREA,621000,µm²
Top cells excl fill/tap,"edfxtp_1 (8192), mux4_2 (2688), clkbuf_16 (825)",
yosys cell count,11900,
Fin Setup TNS,0,ns
Synth flops,8223,
drt total wl,878000,µm
CP Capture Type,output port,
routability congestion estimate,0.852,
-- synthesized netlist by cell type (3+ instances only) --
library cell and number:
edfxtp_1 8192, nor3_1 8, a21oi_1 8, inv_1 7
mux4_2 2688, buf_2 186, buf_6 3, nand2_1 17
or3_1 3, or2_2 6, clkbuf_1 373, nand3b_1 4
xor2_1 6, nand3_1 13, buf_1 69, mux2_2 65
nor2b_1 10, ha_1 6, dfxtp_1 31, nor4_1 4
nor2_1 143, nand4_1 5, xnor2_1 10
-- final timing paths --
| kind | to | depth (start not counted) | slack [ns] |
|---|---|---|---|
| setup / recovery | if_dout[36] | 13 | 171.91 |
| hold / removal | flip-flop | 1 | 0.51 |
| setup reg to reg | U_kernel_bc_fifo_w64_d128_A_ram.mem[16][35] | 8 | 222.12 |
| hold reg to reg | flip-flop | 1 | 0.51 |
-- critical path: cells and delay by family, from the launching register on --
kind                   cells  cell delay [ns]
buffers and inverters      9             5.72
multiplexers               4             1.98
flip-flops                 1             0.76
-- per-layer routing --
layer | track usage (%) | share of wire (%) | up-vias
met5 | 2.96 | 0.24 | -
li1 | - | - | 54700
met2 | 43.4 | 46 | 13300
met4 | 11.0 | 4.7 | 58
met1 | 35.3 | 26 | 70400
met3 | 32.9 | 24 | 1845
-- kinds of logic (layout without fill, tap and decap cells) --
group	count (synthesis)	after routing	synth area share, %
other	0	154	0
XOR/XNOR	16	16	0.0449
adder cells (fa/ha/maj)	6	6	0.0241
multiplexers	2754	2754	19.6
AND/OR/NAND/NOR	221	221	0.313
flip-flops	8223	8223	79.1
buffers and inverters	639	2295	0.852
AND-OR/OR-AND	23	23	0.0497
-- power by group --
group          total [mW]  internal (mW)  switching [mW]
combinational      0.0935         0.0395          0.0541
clock                1.30          0.745           0.559
sequential           1.67           1.67        0.000777
-- area by class of cell --
cell class / instances / area (µm²)
timing repair buffer: 794 / 6400
clock buffer: 991 / 21300
fill: 43000 / 267000
inverter: 7 / 26.3
multi-input combinational: 3020 / 63600
clock inverter: 503 / 4450
sequential: 8223 / 247000
antenna: 154 / 385
tap: 8293 / 10400
-- stage by stage --
| step | total power, mW | worst slack, ns |
|---|---|---|
| after floorplan | 1.75 | 174.26 |
| after global placement | 1.79 | 172.83 |
| after detailed placement | 1.80 | 172.74 |
| after CTS | 3.09 | 171.48 |
| after global routing | 3.15 | 170.98 |
| final | 3.07 | 171.91 |
Power is estimated from default activity; no workload was simulated.
