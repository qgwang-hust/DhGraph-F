==> flow/design.v <==
`timescale 1ns/1ps
module kernel_kcore_fifo_w64_d128_A_ram
#(parameter
    DATA_WIDTH  = 64,
    ADDR_WIDTH  = 7,
    DEPTH       = 128
)
(
    input  wire                  clk,
    input  wire                  we,
    input  wire [ADDR_WIDTH-1:0] waddr,
    input  wire [DATA_WIDTH-1:0] din,
    input  wire [ADDR_WIDTH-1:0] raddr,
    output wire [DATA_WIDTH-1:0] dout
);
(* rw_addr_collision = "yes" *)
reg  [DATA_WIDTH-1:0] mem[0:DEPTH-1];
reg  [ADDR_WIDTH-1:0] raddr_reg;
always @(posedge clk) begin
    if (we)
        mem[waddr] <= din;
end
always @(posedge clk) begin
    raddr_reg <= raddr;
end
assign dout = mem[raddr_reg];
endmodule
module kernel_kcore_fifo_w64_d128_A
#(parameter
    DATA_WIDTH  = 64,
    ADDR_WIDTH  = 7,
    DEPTH       = 128
)
(
    input  wire                  clk,
    input  wire                  reset,
    output wire                  if_full_n,
    input  wire                  if_write_ce,
    input  wire                  if_write,
    input  wire [DATA_WIDTH-1:0] if_din,
    output wire                  if_empty_n,
    input  wire                  if_read_ce,
    input  wire                  if_read,
    output wire [DATA_WIDTH-1:0] if_dout
);
reg  [ADDR_WIDTH-1:0] waddr = 1'b0;
reg  [ADDR_WIDTH-1:0] raddr = 1'b0;
wire [ADDR_WIDTH-1:0] wnext;
wire [ADDR_WIDTH-1:0] rnext;
wire                  push;
wire                  pop;
reg  [ADDR_WIDTH:0]   mOutPtr = 1'b0;
reg                   full_n = 1'b1;
reg                   empty_n = 1'b0;
kernel_kcore_fifo_w64_d128_A_ram
#(
 .DATA_WIDTH(DATA_WIDTH),
 .ADDR_WIDTH(ADDR_WIDTH),
 .DEPTH(DEPTH))
U_kernel_kcore_fifo_w64_d128_A_ram(
 .clk(clk),
 .we(push),
 .waddr(waddr),
 .din(if_din),
 .raddr(rnext),
 .dout(if_dout)
);
assign if_full_n  = full_n;
assign if_empty_n = empty_n;
assign push       = full_n & if_write_ce & if_write;
assign pop        = empty_n & if_read_ce & if_read;
assign wnext      = !push                ? waddr :
                    (waddr == DEPTH - 1) ? 1'b0  :
                    waddr + 1'b1;
assign rnext      = !pop                 ? raddr :
                    (raddr == DEPTH - 1) ? 1'b0  :
                    raddr + 1'b1;
always @(posedge clk) begin
    if (reset == 1'b1)
        waddr <= 1'b0;
    else
        waddr <= wnext;
end
always @(posedge clk) begin
    if (reset == 1'b1)
        raddr <= 1'b0;
    else
        raddr <= rnext;
end
always @(posedge clk) begin
    if (reset == 1'b1)
        mOutPtr <= 1'b0;
    else if (push & ~pop)
        mOutPtr <= mOutPtr + 1'b1;
    else if (~push & pop)
        mOutPtr <= mOutPtr - 1'b1;
end
always @(posedge clk) begin
    if (reset == 1'b1)
        full_n <= 1'b1;
    else if (push & ~pop)
        full_n <= (mOutPtr != DEPTH - 1);
    else if (~push & pop)
        full_n <= 1'b1;
end
always @(posedge clk) begin
    if (reset == 1'b1)
        empty_n <= 1'b0;
    else if (push & ~pop)
        empty_n <= 1'b1;
    else if (~push & pop)
        empty_n <= (mOutPtr != 1'b1);
end
endmodule
==> flow/run.sh <==
#!/bin/bash
# OpenROAD 26Q1-2900-gdf79404cd8, Yosys 0.63+post, stock flow scripts
make -C /OpenROAD-flow-scripts/flow DESIGN_CONFIG=/design/flow/config.mk WORK_HOME=/design/flow/orfs finish
==> flow/config.mk <==
export PLATFORM = sky130hd
export DESIGN_NAME = kernel_kcore_fifo_w64_d128_A
export DESIGN_NICKNAME = kernel_kcore_fifo_w64_d128_A
export VERILOG_FILES = /design/flow/design.v
export SDC_FILE = /design/flow/constraint.sdc
export NUM_CORES = 4
export LEC_CHECK = 1
export CORE_UTILIZATION = 50
export SYNTH_MEMORY_MAX_BITS = 65536
==> flow/constraint.sdc <==
current_design kernel_kcore_fifo_w64_d128_A

set clk_period 302.9
set clk_io_pct 0.2

create_clock -name clk0 -period $clk_period [get_ports {clk}]

set non_clock_inputs [all_inputs -no_clocks]
set_input_delay [expr $clk_period * $clk_io_pct] -clock clk0 $non_clock_inputs
set_output_delay [expr $clk_period * $clk_io_pct] -clock clk0 [all_outputs]
==> run_results.csv <==
group,metric,value,unit
outcome,status,"complete, no violations",
logic_synthesis,ys_sh_simple,0.313,%
logic_synthesis,ys_cells,11900,
floorplan,die_x,792,um
worst_setup_path,critPathMaxFanout,53,
layout,num-fill-cells,43100,
routing,viasPerCell,6.37,
logic_synthesis,top_area_share,78.9,%
logic_synthesis,top_cells_by_count,"8192 x edfxtp_1, 2688 x mux4_2, 373 x clkbuf_1, 186 x buf_2, 143 x nor2_1",
placed_design,io_buffers,135,
layout,instances_no_fill,22000,
logic_synthesis,ys_area,0.312,sq mm
clocking,htree_levels,6,
logic_synthesis,largest_area_cell,"edfxtp_1",
run,max-cap-violations,0,
worst_setup_path,crit_type,"flip-flop to primary output",
routing,dr_total_vias,140000,
worst_setup_path,reg2reg_from,"full_n",
clocking,root_buffer,"clkbuf_16",
global_routing,grt_overflow,0,
timing,rsz0062_at_grt,"no",
placed_design,place_inst,20300,
floorplan,die_area,0.627,sq mm
clocking,holdBufCountCts,0,
global_routing,grt_max_degree,108,
logic_synthesis,post_synth_mux_area_share,19.6,%
timing,hold_violations,0,
hold_path,min_path_type,"flip-flop to flip-flop",
timing,skew,0.0363,ns
layout,drive_gt1_share,34.9,%
global_routing,grt_pass1_wl,1220000,um
timing,worst_pin_slew,1.00,ns
worst_setup_path,arrival,8.93,ns
timing,layout_min_cycle_time,69.50,ns
clocking,clock_path_buffers,4,
clocking,cts_buffers,803,
logic_synthesis,edf_count,8192,
placed_design,dp_hpwl,488000,um
routing,detail-route-antenna-nets,0,
layout,comb_area,0.0636,sq mm
timing,max_freq,14.4,MHz
routing,avgRoutedWirePerCell,40.1,um
logic_synthesis,netlist_area,0.312,sq mm
routing,drt-total-wl,880000,um
logic_synthesis,synth_cell_types,41,
timing,whs,0.507,ns
timing,slew_headroom,33.1,%
logic_synthesis,aoi_share,0.0497,%
worst_setup_path,worstSetupEndpointType,"primary output",
placed_design,gp_congestion,0.863,
layout,largest_register_ffs,8192,
logic_synthesis,yosysMostFrequentCell,"edfxtp_1",
pwr,leakagePower,105,nW
floorplan,fp_util,50.3,%
worst_setup_path,ff2ff_setup_slack,297.30,ns
timing,period_used_share,22.9,%
clocking,clkTransAtPathRegs,0.06,ns
floorplan,row_count,289,
clocking,cts_tree,"built",
routing,drtPass1Iterations,5,
logic_synthesis,syn_area_per_cell,26.2,sq um
pwr,power.total,2.29,mW
logic_synthesis,yosysWarnings,2,
logic_synthesis,ys_seq_share,79.1,%
global_routing,grt_pass1_vias,160000,
logic_synthesis,ys.flop_type,"edfxtp_1",
logic_synthesis,ys_ff,8223,
floorplan,die_y,792,um
timing,fin_tns_setup,0,ns
pwr,p_per_area,6.48,mW/mm^2
global_routing,antenna_found_initial,72,
layout,top_regs,"U_kernel_kcore_fifo_w64_d128_A_ram.mem x8192, mOutPtr x8",
hold_path,hold_start,"raddr[4]",
worst_setup_path,critical_path.startpoint_type,"flip-flop",
layout,syn2layout_area_growth,13.1,%
worst_setup_path,r2r_cells,7,
clocking,clock_sinks,8223,
timing,final-setup-viol-count,0,
worst_setup_path,reg2reg_to,"U_kernel_kcore_fifo_w64_d128_A_ram.mem[86][30]",
timing,maxSlewViolCount,0,
clocking,insertion_delay,1.13,ns
logic_synthesis,ys_async_sr_fraction,0,%
logic_synthesis,logic_family,"multiplexers",
logic_synthesis,ys_sh_adder,0.0241,%
floorplan,io_pins,136,
logic_synthesis,syn_inst,11900,
layout,regMostFlops,"U_kernel_kcore_fifo_w64_d128_A_ram.mem",
worst_setup_path,worstPathRequired,242.32,ns
hold_path,min_delay_path_depth,1,
layout,seqCellArea,0.247,sq mm
routing,initialDrtViolationCount,9616,
clocking,cts_resized,0,
clocking,cts_post_setup_buffers_inserted,0,
routing,drc,0,
logic_synthesis,top_cells_by_area,"edfxtp_1 79%, mux4_2 19%, clkbuf_1 0.45%, buf_2 0.30%, mux2_2 0.23%",
global_routing,grt_usage,32.5,%
pwr,vdd_drop_max,0.00648,mV
floorplan,coreArea,0.621,sq mm
run,tool_warnings,31,
logic_synthesis,xor_area_share,0.0449,%
## layout by cell type (no fill, tap or decap), drive strengths merged, types with 2 or more instances in the layout
cell and instances:
or3 3, a211oi 2, nand3 13, diode 176
clkinvlp 25, buf 705, xnor2 10, xor2 6
ha 6, clkdlybuf4s50 71, inv 37, nor4 4
or3b 2, nand4 5, o21bai 2, edfxtp 8192
a21o 2, bufinv 60, o21ai 2, or2 6
and4 2, mux2 65, nand3b 4, dfxtp 31
clkbuf 977, a21oi 8, nor2 143, a311oi 2
clkinv 383, nor3 8, nand2 17, nor2b 10
mux4 2688
## report_power, final
part | switching [mW] | internal, mW
clock | 0.420 | 0.544
combinational | 0.0403 | 0.0296
sequential | 0.000591 | 1.25
## how the worst max path moves through the flow
stage,startpoint,to
4_1_cts,flip-flop,if_dout[51]
5_1_grt,flip-flop,if_dout[51]
6_report,flip-flop,if_dout[51]
## worst max-delay path: stages (launching register included)
cell	delay, ns
dfxtp_4	0.70
buf_4	0.64
buf_4	0.68
buf_4	0.55
buf_4	0.55
buf_4	0.55
buf_4	0.73
buf_4	0.65
mux4_2	0.41
mux4_2	0.50
mux4_2	0.63
mux2_2	0.47
clkdlybuf4s50_1	0.50
## per-layer routing
layer  GRT usage [%]  up-vias  wire (um)
li1                -    54700          -
met1            34.6    69900     222000
met2            43.6    13300     404000
met3            33.3     1889     211000
met4            11.2       79      39800
met5            3.35        -       2760
## cell families after synthesis
logic type,Yosys count
DFF,8223
muxes,2754
buffers and inverters,639
and+or+nand+nor,221
AOI/OAI and AO/OA,23
xor gates and xnor gates,16
adders and majority gates,6
## through the flow
| stage | util, % | setup slack, ns | cell area [sq um] |
|---|---|---|---|
| after floorplan | - | 234.82 | 312000 |
| after global placement | 52.7 | 234.71 | 327000 |
| after detailed placement | 52.7 | 234.54 | 327000 |
| after CTS | 56.8 | 233.27 | 352000 |
| after global routing | 56.9 | 233.14 | 353000 |
| final | 56.9 | 233.40 | 353000 |
## final cells by class
class / count / area share (%)
clock buffer: 977 / 5.96
inverter: 7 / 0.00745
clock inverter: 498 / 1.23
tap: 8293 / 2.94
antenna: 176 / 0.125
sequential: 8223 / 69.9
multi-input combinational: 3020 / 18.0
timing repair buffer: 776 / 1.80
Power figures rest on the tool's default switching activity, not on a simulated workload.
